File: flow/config.mk
export PLATFORM = sky130hd
export DESIGN_NAME = muxNbit_3_1
export DESIGN_NICKNAME = muxNbit_3_1
export VERILOG_FILES = /design/flow/design.v
export SDC_FILE = /design/flow/constraint.sdc
export NUM_CORES = 4
export LEC_CHECK = 1
export CORE_AREA = 10 10 89 89
export DIE_AREA = 0 0 99 99
File: flow/constraint.sdc
current_design muxNbit_3_1

set clk_period 5.2
set clk_io_pct 0.2

create_clock -name clk0 -period $clk_period

set non_clock_inputs [all_inputs -no_clocks]
set_input_delay [expr $clk_period * $clk_io_pct] -clock clk0 $non_clock_inputs
set_output_delay [expr $clk_period * $clk_io_pct] -clock clk0 [all_outputs]
File: flow/design.v
module muxNbit_3_1 #(
    parameter N = 32
) (
    input [1:0] sel,
    input [N-1:0] in1, in2, in3,
    output reg [N-1:0] out
);
    always @(*) begin
        case (sel)
            2'b00:
                out <= in1;
            2'b01:
                out <= in2;
            2'b10:
                out <= in3;
            default: begin
                out <= in1;
            end
        endcase
    end
endmodule
File: flow/run.sh
#!/bin/bash
# OpenROAD 26Q1-2900-gdf79404cd8, Yosys 0.63+post, stock flow scripts
make -C /OpenROAD-flow-scripts/flow DESIGN_CONFIG=/design/flow/config.mk WORK_HOME=/design/flow/orfs finish
==> summary.txt <==
yosys + openroad results -> FP Core Util 0.106, FF+latch area 0 µm², highest cell delay on the worst timing path 0.65 ns, crit path max fanout 34, capturing element type of the critical path output port, slack of the critical path 1.04 ns, setup repair after global routing missed its margin no, leakage power 0.713 nW, slowest CP cell ha_2, timing-limited maximum frequency 0.240 GHz, via count of the first global-routing pass 1313, core area 5990 µm², final RePlAce weighted congestion 0.795, number of slew-limit violations in the final report 0, cells in synth_stat.txt 113, number of buffers inserted by port buffering 130, largest cells by area after synthesis a22oi_1, o21ai_1, nand2_1, first drt pass iteration count 4, Hold Crit Class input pin to output port, Critical Path AT 3.12 ns, remaining global-route overflow 0, total die size 9800 µm², DR WL met3 724 µm, Placed Instance Area 1990 µm², met2 routed wirelength 2.13 mm, vertical die dimension 99 µm, wire length reported by the detailed router 4.67 mm, Sw Share 0.285, portion of the clock cycle consumed by the worst path in the final layout 0.801, post-DR vias/cell 4.19, Top Metal Used met3, leading area contributor after synthesis a22oi_1, register area share after synthesis 0, via count 1287, worst max-slew margin expressed relative to the limit 0.568, power per cell area 93.1 nW/µm², total internal power 0.132 mW, share of total power in the clock network 0, post-route cell area 1990 µm², total of hold buffers inserted after clock tree synthesis 0, count of clock buffers in the final design 0, number of standard-cell rows in the floorplan 28, wire length per cell after detailed routing 15.2 µm, wire length of the first global-routing pass 6.98 mm, Post-route DRC 0, number of antenna violations at the first check in global routing 0, largest net degree at the start of global routing 35, number of resized instances in the post-cts repair step 0, average instance area after synthesis 5.64 µm², area grow syn2layout 213%, switching power summed over all nets 0.0529 mW, share of total power in sequential cells 0, Die Width 99 µm, worst hold path cell count 4, critical path required time 4.16 ns, library cells used by synthesis 8, Warnings, synthesis 1, Maximum Capacitance Violations 0, Ant. Diodes 0, TNS Setup 0 ns, post-route minimum period 4.16 ns, synthesized area 637 µm², worst setup slack before clock tree synthesis 0.990 ns, critical path class input pin to output port, largest vdd supply drop 0.0331 mV, ordered list of cells on the worst path clkdlybuf4s50_1 -> inv_1 -> ha_2 -> buf_12 -> nand2_1 -> o21ai_1 -> clkdlybuf4s50_1, Tot GR Track Use 0.0852, critical path's most frequent cell clkdlybuf4s50_1, Worst Tran Pin Value 0.648 ns, I/O pins 130, YS chip area 637 µm², setup violators final 0, launching element type of the critical path input pin, fraction of final layout cells sized beyond drive strength 1 0.0129, Post-Synthesis Cells 113, residual antenna-violating net count after detailed routing 0, first-iteration detailed-routing DRC count 35, top-area cell type share of the netlist area 0.377, logic gate share of total power 1.000, number of sequential storage elements 0, number of hold violations in the final report 0, number of cells in the finished layout apart from fillers 307, worst hold slack after final layout 2.99 ns, dpl hpwl 3.92 mm, run status finished clean, number of warnings the tools reported 33, routed length on met1 1.81 mm, dpl cells 307, post-CTS setup buffer count 0
[layout make-up]
| type | count | area (µm²) |
|---|---|---|
| fillers | 623 | 4000 |
| well taps | 75 | 93.8 |
| multi-input cells | 98 | 548 |
| inverters | 2 | 7.51 |
| repair buffers | 132 | 1340 |
[metal layers]
layer	vias to the layer above	GRT usage
met2	81	0.148
met1	547	0.0960
li1	659	-
met3	0	0.0451
met5	-	0
met4	0	0
[power by group through the flow]
stage | logic (mW) | clock network (mW) | registers, mW
CTS | 0.190 | 0 | 0
global route | 0.204 | 0 | 0
finish | 0.185 | 0 | 0
[Yosys cell counts, drive strengths merged]
library cell	number
inv	2
a22oi	32
nand2	32
buf	13
o21ai	32
ha	2
[cells in the final DEF, fill, tap and decap left out]
cell and instances:
ha_2 1, clkdlybuf4s50_1 130, o21ai_1 30, buf_12 2, ha_1 1, nand2_1 32, inv_1 2, o21ai_0 2
a22oi_1 32
[kinds of logic (layout without fill, tap and decap cells)]
| family | after synthesis | after routing | share of synthesized area |
|---|---|---|---|
| AND-OR/OR-AND | 64 | 64 | 0.629 |
| adder cells (fa/ha/maj) | 2 | 2 | 0.0393 |
| buffers and inverters | 15 | 134 | 0.143 |
| AND/OR/NAND/NOR | 32 | 32 | 0.189 |
[worst max-delay path: cells and delay by family]
| family | cells | cell delay [ns] |
|---|---|---|
| buffers and inverters | 4 | 1.27 |
| adders and majority gates | 1 | 0.65 |
| AOI/OAI and AO/OA | 1 | 0.08 |
| and+or+nand+nor | 1 | 0.07 |
[final timing paths]
check                 slack, ns    from  endpoint
worst max-delay path       1.04  sel[0]   out[16]
worst min-delay path       2.99  in1[4]    out[4]
[metrics by stage]
stage	util	power (mW)
finish	0.332	0.185
global route	0.332	0.204
CTS	0.332	0.190
detailed placement	0.332	0.188
global placement	0.332	0.189
floorplan	-	0.0485
Power and IR drop assume default switching activity.
